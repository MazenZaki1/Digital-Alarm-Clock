<file path="flow/config.mk">
export PLATFORM = sky130hd
export DESIGN_NAME = secondsCounter
export DESIGN_NICKNAME = secondsCounter
export VERILOG_FILES = /design/flow/design.v
export SDC_FILE = /design/flow/constraint.sdc
export NUM_CORES = 4
export LEC_CHECK = 1
export CORE_AREA = 10 10 70 70
export DIE_AREA = 0 0 80 80
</file>
<file path="flow/design.v">
`timescale 1ns / 1ps
module secondsCounter(
input clk,
input rst,
input en,
input updown,
output reg [5:0] secondCounter = 0,
output reg minuteEnabler
);
parameter integer n = 60;
always @(posedge clk or posedge rst) begin
        if (rst) begin
            secondCounter <= 0;            
            minuteEnabler <= 0;    
        end else if (en) begin
            if (secondCounter == n-1) begin  
                secondCounter <= 0;       
                minuteEnabler <= 1; 
            end else begin
                secondCounter <= secondCounter + 1;  
                minuteEnabler <= 0;  
            end
        end
    end
endmodule
</file>
<file path="flow/run.sh">
#!/bin/bash
# OpenROAD 26Q1-2900-gdf79404cd8, Yosys 0.63+post, stock flow scripts
make -C /OpenROAD-flow-scripts/flow DESIGN_CONFIG=/design/flow/config.mk WORK_HOME=/design/flow/orfs finish
</file>
<file path="flow/constraint.sdc">
current_design secondsCounter

set clk_period 1.7
set clk_io_pct 0.2

create_clock -name clk0 -period $clk_period [get_ports {clk}]

set non_clock_inputs [all_inputs -no_clocks]
set_input_delay [expr $clk_period * $clk_io_pct] -clock clk0 $non_clock_inputs
set_output_delay [expr $clk_period * $clk_io_pct] -clock clk0 [all_outputs]
</file>
==> metrics.cfg <==
[status]
status = complete, no violations

[timing]
max-slew-margin-rel_pct = 82.0
fin_worst_skew_ps = 3.40
setup_repair_after_global_routing_missed_its_margin = no
max_clock_freq_mhz = 634
tightest_slew_ps = 269
setup-violations-final = 0
slew_viol_final = 0
post-route-min-period_ps = 1580
layout_worst_path_cycle_share_pct = 92.8
finalHoldViolCount = 0
totalNegativeSetupSlack_ps = 0
finalHoldWorstSlack_ps = 316

[clock_tree]
post_cts_resized = 0
clock_sink_count = 7
cts_hold_repair.buffers = 0
insertion_delay_ps = 250
clk_root_buffer_cell = clkbuf_4
tritoncts = done
cts.htree.levels = 1
numCtsBuffers = 3
clkTransAtPathRegs_ps = 50
cts_max_path_buffers = 2
postCtsSetupRepairBufs = 0

[setup_path]
worstPathMaxFanout = 8
critical-path-top-delay-family = buffers and inverters
timing.critical_path.required_ps = 1360
worstPathCellList = clkdlybuf4s50_1
critPathSlowestCell = clkdlybuf4s50_1
worstSetupEndpointType = output port
worst_setup_path_start_kind = flip-flop
timing.reg2reg.worst_path_depth = 4
worstPathArrival_ps = 1240
regToRegStartpoint = secondCounter[0]$_DFFE_PP0P_
buffering_stage_count_on_the_worst_path_with_inverters_included = 1
criticalPathCategory = flip-flop to output port
max_stage_delay_ps = 520
slack_of_the_worst_reg_to_reg_path_ps = 500
worstReg2RegEnd = secondCounter[0]$_DFFE_PP0P_

[logic_synthesis]
post-synth-top-count-cell = dfrtp_1
portion_of_the_post_synthesis_area_used_by_sequential_elements_pct = 51.3
adder_and_majority_gate_portion_of_the_synthesized_area_pct = 3.66
largest_area_cell = dfrtp_1
mux_share_pct = 3.30
synth_xor_xnor_area_share_pct = 7.69
asyncSetResetFlopFracSynth_pct = 100
dominant_cells_by_area_after_synthesis = dfrtp_1 51%, nor2_1 5.5%, xnor2_1 5.1%
yosys-stat-area_sq_um = 342
synth_flop_count = 7
synth.cellmix.compoundShare_pct = 9.16
synth-edff-count = 0
synthesis.yosys.warnings = 1
mappedNetlistArea_sq_um = 342
post_synth_main_logic_family = simple AND/OR/NAND/NOR gates
ys_cells = 33
top_cells_by_count = 7 x dfrtp_1, 5 x nor2_1
yosys_most_used_dff = dfrtp_1
yosys.cell_types.count = 19
syn_avg_cell_area_sq_um = 10.4
yosys.area.top_type_share_pct = 51.3
netlist_instances = 33
synth_simple_gate_area_share_pct = 21.2

[floorplanning]
die-height_um = 80
core_box_area_sq_mm = 0.00342
fp-row-count = 21
die.size.x_um = 80
core_util_floorplan_pct = 10.0
chipArea_sq_mm = 0.00640
top_level_ports = 11

[placed_design]
detailed_place.area_sq_um = 492
io_buffer_count = 9
dp_hpwl_um = 622
globalplace.congestion = 0.766

[power_and_ir_drop]
p_leak_nw = 0.192
power_total_w = 0.000797
irDropWorstVdd_uv = 217
power-per-cell-area_mw_per_mm2 = 1540

[finish]
final_cell_area_sq_um = 518
drive_above_1_share_pct = 15.2
finish.utilization_pct = 15.2
area_growth_syn_to_layout_pct = 51.6
fill_cells = 393

[job]
stage_log_warnings = 26
cap_violations = 0

[grt]
grt_max_degree = 9
grt_pass1_wl_um = 1310
antenna_found_initial = 0
grt-ovfl-total = 0
grt_pass1_vias = 287
grt_util_all_layers_pct = 2.63

[routing]
route.antenna.diode_count = 0
detail_route.drc_violations = 0
total_via_count_in_the_routed_design = 288
first_iter_violations = 26
ant_nets = 0
drt-total-wl_um = 807
met1Wirelength_um = 351
met2RoutedLength_um = 345
route.detailed.wl_per_inst_um = 8.77
via_per_inst = 3.13
maxUsedRoutingLayer = met4
dr.pass1.iters = 2
route.met3.wl_um = 99

[hold_path]
worstHoldPathType = input port to asynchronous set/reset pin

## registers in the layout, summed over array words and instances (netlist names)
signal and count:
secondCounter 6, minuteEnabler 1
## through the flow
step	std cells	setup WS (ps)
floorplan	33	637
global placement	88	192
detailed placement	88	181
CTS	92	106
global route	92	66.4
finish	92	123
## cells in the final DEF, fill, tap and decap left out
cell type and n:
nor2_1 5, mux2_2 1, clkbuf_4 3, clkdlybuf4s50_1 9, o21ai_0 1, nand2b_2 1
nand4b_1 1, o22ai_1 1, dfrtp_1 7, a31oi_1 1, xor2_1 1, inv_1 2
o2111ai_1 1, clkbuf_1 1, a21oi_1 1, and4_4 1, nand4_1 2, nand3_1 1
xnor2_1 2, ha_1 1, buf_4 1, nand2_1 2
## cell type report
class                           instances  area [sq um]  area share, %
Sequential cell                         7           175           33.8
Inverter                                2          7.51           1.45
Clock buffer                            4          26.3           5.07
Multi-Input combinational cell         23           154           29.7
Timing Repair Buffer                   10          97.6           18.8
Tap cell                               46          57.6           11.1
## per-layer routing
layer	global-route usage, %	vias up
met1	3.05	135
met4	1.06	0
li1	-	145
met3	2.16	2
met5	0	-
met2	3.45	6
## worst max-delay path by stage
stage	cells past startpoint	slack, ps	from	to
after global routing	1	70	secondCounter[3]$_DFFE_PP0P_	secondCounter[3]
final	1	120	secondCounter[2]$_DFFE_PP0P_	secondCounter[2]
after CTS	1	110	secondCounter[2]$_DFFE_PP0P_	secondCounter[2]
## power breakdown
part / internal, W / total [W] / switching, W
Clock: 0.0000896 / 0.000151 / 0.0000612
Combinational: 0.000208 / 0.000298 / 0.0000900
Sequential: 0.000237 / 0.000348 / 0.000111
## cell families after synthesis
family | count (synthesis)
AND-OR/OR-AND | 5
XOR/XNOR | 3
buffers and inverters | 3
AND/OR/NAND/NOR | 13
flip-flops | 7
adder cells (fa/ha/maj) | 1
multiplexers | 1
Power figures rest on the tool's default switching activity, not on a simulated workload.
