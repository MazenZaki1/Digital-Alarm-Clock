===== flow/constraint.sdc =====
current_design hoursCounter

set clk_period 1.1
set clk_io_pct 0.2

create_clock -name clk0 -period $clk_period [get_ports {clk}]

set non_clock_inputs [all_inputs -no_clocks]
set_input_delay [expr $clk_period * $clk_io_pct] -clock clk0 $non_clock_inputs
set_output_delay [expr $clk_period * $clk_io_pct] -clock clk0 [all_outputs]

===== flow/design.v =====
`timescale 1ns / 1ps
module hoursCounter#(parameter n = 24)(
input clk,
input rst,
input en,
output reg [4:0] hourCounter
);
always @(posedge clk or posedge rst) begin
        if (rst) begin
            hourCounter <= 0;            
        end
         else if (en) begin
            if (hourCounter == n-1) begin  
                hourCounter <= 0;       
            end else begin
                hourCounter <= hourCounter + 1;  
            end
        end
    end
endmodule

===== flow/run.sh =====
#!/bin/bash
# OpenROAD 26Q1-2900-gdf79404cd8, Yosys 0.63+post, stock flow scripts
make -C /OpenROAD-flow-scripts/flow DESIGN_CONFIG=/design/flow/config.mk WORK_HOME=/design/flow/orfs finish

===== flow/config.mk =====
export PLATFORM = sky130hd
export DESIGN_NAME = hoursCounter
export DESIGN_NICKNAME = hoursCounter
export VERILOG_FILES = /design/flow/design.v
export SDC_FILE = /design/flow/constraint.sdc
export NUM_CORES = 4
export LEC_CHECK = 1
export CORE_AREA = 10 10 70 70
export DIE_AREA = 0 0 80 80

==> results.ini <==
[drt]
num_vias=229
vias_per_cell=2.66
drtIter0Drc=5
firstDrtPassIters=2
postRouteAntennaNets=0
route.detailed.drc=0
post_drt_wl_per_cell_um=8.19
num_antenna_cells=0
wirelength_um=704

[finish]
area_growth_pct=115
drive_above_1_share_pct=45.0
largest_register=hourCounter
largest_reg_flops=5
largest_registers=hourCounter x5
fill_cells=381

[power]
switchingPower_w=0.000330
p_seq_share_pct=25.5
swShare_pct=27.5
p_total_w=0.00120
intPower_w=0.000873
comb_power_share_pct=57.3
p_per_area_nw_per_um2=2350
leakagePower_nw=0.229
power_frac_clock_pct=17.1
peakVddDrop_uv=423

[grt]
antenna_found_initial=0
grt.overflow.total=0
grt_max_degree=7
grt_pass1_vias=218
grtUsageTotal_pct=2.11
grt_pass1_wl_um=1010

[cts]
cts_tree=built
cts_root_buffer=clkbuf_4
cts_made_buffers=3
ctsHoldBuffers=0
cts_buffer_depth=2
clock_latency_ns=0.24
htreeDepth=1
cts.clk_slew.worst_paths_ns=0.04
clock-sinks=5

[final_timing]
finalCriticalPeriod_ns=1.16
setup_viol=2
hold_viol_final=0
setup_tns_ns=-0.0931
fin_ws_ns=-0.0553
finalMaxSlewViolations=0
worstMarginPinSlew_ns=0.243
maxSlewHeadroom_pct=83.7
finalClockPeriodUsage_pct=105
rsz0062_at_grt=yes
fin_worst_skew_ns=0.00339
fmax_ghz=0.866

[outcome]
violations=setup timing
status=complete, but fails checks

[synth]
synth.cell_area_um2=238
synth-edff-count=0
yosysWarningCount=1
top_cells_by_area=dfrtp_1 53%, mux2_2 9.5%, ha_1 5.3%
top_cell_area_share_pct=52.6
most_common_cell=dfrtp_1
ys_seq_share_pct=52.6
yosysChipArea_um2=238
yosysTopAreaCell=dfrtp_1
yosys-top-cells-count=5 x dfrtp_1, 2 x mux2_2, 2 x nand2b_1
ys.flops=5
ys_cells=20
syn-mean-instance-area_um2=11.9
async_flop_share_pct=100
synthCells=20
flop_cell=dfrtp_1
ys_types=14

[worst_setup_path]
crit_chain=buf_6 -> ha_4 -> nand3_2 -> mux2_4
crit_arrival_ns=1.28
startpoint_type=flip-flop
endpoint_kind=flip-flop
crit_path_top_delay_cell=dfrtp_1
reg2reg_from=hourCounter[0]
critPathMaxStageDelay_ns=0.38
cp.required_ns=1.22
startpoint=hourCounter[0]
r2r_setup_slack_ns=-0.06
critPathMaxFanout=4
critical_path_class=reg2reg

[placement]
dp_hpwl_um=484
place.gp.congestion=0.671
port_buffers=7

[hold_path]
hp-class=in2async

[die]
fp.coreArea_um2=3420
num_rows=21
pin_count=8
die_h_um=80
die_x_um=80
initial_utilization_pct=6.96
chipArea_um2=6400

[job]
drv_cap=0
warnings=27

-- worst paths after layout --
| path | to | cells after the start |
|---|---|---|
| worst max-delay path | hourCounter[4] | 4 |
| worst min-delay path | hourCounter[4] | 2 |
| worst max register to register | hourCounter[4] | 4 |
| worst min register to register | hourCounter[4] | 2 |
| max in group asynchronous | hourCounter[0] | 2 |
| min in group clk0 | hourCounter[2] | 3 |
-- repair_timing --
action	in CTS	in global routing
setup endpoints to repair	7	9
gates resized	14	8
setup buffers	3	1
pin swaps	3	4
gates cloned	0	0
-- kinds of logic (layout without fill, tap and decap cells) --
logic type | count (synthesis) | in the layout | share of synthesized area, %
simple gates | 7 | 7 | 18.4
flops | 5 | 5 | 52.6
mux | 3 | 3 | 14.2
compound gates | 2 | 2 | 4.21
fa+ha+maj | 1 | 1 | 5.26
xor+xnor | 1 | 1 | 3.68
buf+inv | 1 | 21 | 1.58
-- metal layers --
metal / global-route usage (%) / routed length [um]
met5: 0 / 0
met4: 0.528 / 0
met3: 2.39 / 105
met2: 2.73 / 311
met1: 2.21 / 287
-- power groups by stage --
stage         clock network (W)  logic, W  registers [W]
CTS                    0.000219  0.000610       0.000305
global route           0.000230  0.000756       0.000318
finish                 0.000206  0.000689       0.000307
-- stage by stage --
stage	std cells	worst slack (ns)	hold WS [ns]	util (%)	area, um2
CTS	85	-0.0520	0.186	14.2	485
detailed placement	78	-0.267	0.448	11.9	405
finish	86	-0.0553	0.182	15.0	512
global route	86	-0.0916	0.202	15.0	512
global placement	78	-0.247	0.442	11.9	405
floorplan	20	0.00210	-0.00148	-	240
-- critical path: cells and delay by family (launching register included) --
kind / cells / cell delay, ns
multiplexers: 1 / 0.29
adder cells (fa/ha/maj): 1 / 0.16
AND/OR/NAND/NOR: 1 / 0.08
buffers and inverters: 1 / 0.13
flip-flops: 1 / 0.38
-- cells in the final DEF, fill, tap and decap left out --
| cell | netlist | layout |
|---|---|---|
| a21oi_1 | 1 | 1 |
| inv_1 | 1 | 1 |
| o21ai_2 | 0 | 1 |
| nand2b_1 | 2 | 2 |
| xnor2_1 | 1 | 1 |
| nor2b_1 | 1 | 1 |
| and4b_1 | 1 | 1 |
| buf_4 | 0 | 4 |
| clkbuf_1 | 0 | 1 |
| dlygate4sd2_1 | 0 | 1 |
| nand3_2 | 0 | 1 |
| clkdlybuf4s15_1 | 0 | 4 |
| dlymetal6s2s_1 | 0 | 1 |
| mux2_4 | 0 | 3 |
| ha_4 | 0 | 1 |
| nand4_1 | 1 | 1 |
| nand2_1 | 1 | 1 |
| buf_6 | 0 | 5 |
| dfrtp_1 | 5 | 5 |
| clkbuf_4 | 0 | 3 |
| clkdlybuf4s50_1 | 0 | 1 |
-- cell type report --
| cell class | count | area [um2] | area share, % |
|---|---|---|---|
| clock buffers | 4 | 26.3 | 5.13 |
| well taps | 46 | 57.6 | 11.2 |
| flip-flops and latches | 5 | 125 | 24.4 |
| repair buffers | 16 | 158 | 30.8 |
| multi-input cells | 14 | 141 | 27.6 |
| inverters | 1 | 3.75 | 0.733 |
Power and IR drop assume default switching activity.
